File: design/flow/config.mk
export PLATFORM = sky130hd
export DESIGN_NAME = datapath
export DESIGN_NICKNAME = datapath
export VERILOG_FILES = /design/flow/design.v
export SDC_FILE = /design/flow/constraint.sdc
export NUM_CORES = 4
export LEC_CHECK = 1
export CORE_UTILIZATION = 30
File: design/flow/constraint.sdc
current_design datapath

set clk_period 5.6
set clk_io_pct 0.2

create_clock -name clk0 -period $clk_period [get_ports {clock}]

set non_clock_inputs [all_inputs -no_clocks]
set_input_delay [expr $clk_period * $clk_io_pct] -clock clk0 $non_clock_inputs
set_output_delay [expr $clk_period * $clk_io_pct] -clock clk0 [all_outputs]
File: design/flow/design.v
module datapath(clock, resetn, draw, setoff, finish, x, y, colour);
	input clock, resetn, draw, setoff;
	output reg finish;
	output reg [7:0] x;
	output reg [6:0] y;
	output reg [2:0] colour;
	reg [3:0] counter;
	reg [7:0] temp_x, orig_x;
	reg [6:0] temp_y, orig_y;
	reg [1:0] which;
	wire [7:0] obs_x0;
	wire [6:0] obs_y0;
	wire [7:0] obs_x1;
	wire [6:0] obs_y1;
	wire [7:0] obs_x2;
	wire [6:0] obs_y2;
	wire [2:0] obs_colour0;
	wire [2:0] obs_colour1;
	wire [2:0] obs_colour2;
	initial begin
		temp_x <= 8'd10;  
		temp_y <= 7'd58;
		orig_x <= 8'd10;
		orig_y <= 7'd58;
		finish <= 1'b0;
		counter <= 4'b1111;
		colour <= 3'd2;
		which <= 2'd0;
	end
   wire next, frame;
	delay_counter d1(
		.clock(clock),
		.resetn(resetn),
		.enable(setoff),  
		.go(frame)      
		);
	frame_counter f1(
		.clock(frame),
		.resetn(resetn),
		.enable(frame),
		.next(next)
		);
	obs_datapath od0(
		.clock(clock),
		.resetn(resetn),
		.draw(draw),
		.x(obs_x0),
		.y(obs_y0),
		.colour(obs_colour0)
		);
	obs_datapath od1(
		.clock(clock),
		.resetn(resetn),
		.draw(draw),
		.x(obs_x1),
		.y(obs_y1),
		.colour(obs_colour1)
		);
	obs_datapath od2(
		.clock(clock),
		.resetn(resetn),
		.draw(draw),
		.x(obs_x2),
		.y(obs_y2),
		.colour(obs_colour2)
		);
	always @(posedge next) begin
		if (!resetn) begin
			temp_x <= 8'd10;  
         temp_y <= 7'd58;
			orig_x <= 8'd10;
			orig_y <= 7'd58;
			finish <= 1'b0;
			colour <= 3'd2;
      	end
		else if (next) begin  
			temp_x <= orig_x;
			temp_y <= orig_y;
			finish <= 1'b0;
			orig_x <= orig_x + 8'd1;
			colour <= (colour == 3'd0) ? ((which == 2'd1) ? obs_colour0 : 3'd2) : 3'd0;
		end
		else if (temp_x > 8'd130) begin
			finish <= 1'b1;
		end
		else begin
			finish <= 1'b0;
		end
		if (colour == 3'd0) begin
			which <= which + 2'd1;
		end
	end
   always @(posedge clock) begin
	   if (!resetn) begin
			counter <= 4'd0;
	   end
	   else if (draw) begin
		   counter <= counter + 4'd1;
	   end
   end
	always @(posedge clock) begin
		case (which)
			2'd0: begin
				x <= temp_x + counter[1:0];
				y <= temp_y + counter[3:2];
			end
			2'd1: begin
				x <= obs_x0;
				y <= obs_y0;
			end
			2'd2: begin
				x <= obs_x1;
				y <= obs_y1;
			end
			2'd2: begin
				x <= obs_x2;
				y <= obs_y2;
			end
		endcase
	end
endmodule
module delay_counter(clock, resetn, enable, go);
	parameter DELAY = 20'b1100_1011_0111_0011_0110;  
	input clock, resetn, enable;
	output go;
	reg [19:0] delay;
	always @(posedge clock or negedge resetn)
	begin
		if (!resetn) begin
				delay <= DELAY;
			end
		else if (enable) begin
			if (delay == 20'd0) begin
				delay <= DELAY;
			end
			else begin
				delay <= delay - 20'd1;
			end
		end
	end
	assign go = (delay == 20'd0) ? 1'b1 : 1'b0;
endmodule
module frame_counter(clock, resetn, enable, next);
	parameter FRAME = 4'b1110;  
	input clock, resetn, enable;
	output next;
	reg [3:0] frame;
	always @(posedge clock or negedge resetn)
	begin
		if (!resetn) begin
			frame <= FRAME;
		end
		else if (enable) begin
			if (frame == 4'd0) begin
				frame <= FRAME;
			end
			else begin
				frame <= frame - 4'd1;
			end
		end
	end
	assign next = (frame == 4'd0) ? 1'b1 : 1'b0;
endmodule
module fibonacci_lfsr_5bit(
  	input clk,
  	input rst_n,
	output reg [4:0] data
);
	reg [4:0] data_next;
	always @(*) begin
  		data_next[4] = data[4]^data[1];
  		data_next[3] = data[3]^data[0];
  		data_next[2] = data[2]^data_next[4];
  		data_next[1] = data[1]^data_next[3];
  		data_next[0] = data[0]^data_next[2];
	end
	always @(posedge clk or negedge rst_n)
  		if(!rst_n)
    		data <= 5'h1f;
  		else
    		data <= data_next;
endmodule
module obs_datapath(clock, resetn, draw, x, y, colour);
	input clock, resetn, draw;
	output [7:0] x;
	output [6:0] y;
	output reg [2:0] colour;
	reg down;
	reg [4:0] counter;
	reg [7:0] temp_x, orig_x;
	reg [6:0] temp_y, orig_y;
	wire [4:0] random_num;
	fibonacci_lfsr_5bit r1(
		.clk(clock),
		.rst_n(resetn),
		.data(random_num)
		);
	initial begin
		temp_x <= 8'd60;
      temp_y <= 7'd0;
		orig_x <= 8'd60;
		orig_y <= 7'd0;
		colour <= 3'd0;  
		down <= 1'b1;
		counter <= 5'b11111;
	end
  wire next, frame;
	delay_counter d1(
		.clock(clock),
		.resetn(resetn),
		.enable(draw),  
		.go(frame)  
		);
	frame_counter f1(
		.clock(frame),
		.resetn(resetn),
		.enable(1),
		.next(next)
		);
	always @(posedge next) begin
		if (!resetn) begin
			temp_x <= {3'b010, random_num};  
			temp_y <= 7'd0;
			orig_x <= temp_x;
			orig_y <= temp_y;
			colour <= 3'd1;  
			down <= 1'b1;
      	end
		else if (next) begin  
			colour <= (colour == 3'd0) ? 3'd1 : 3'd0;
			temp_x <= orig_x;
			temp_y <= orig_y;
			if (down) begin
				orig_y <= orig_y + 7'd1;
			end
			else begin
				orig_y <= orig_y - 7'd1;
			end
		end
		if (temp_y >= 7'd104) begin
			down <= 1'b0;
		end
		if (temp_y <= 7'd0) begin
			down <= 1'b1;
		end
   end
   always @(posedge clock) begin
	   if (!resetn) begin
			counter <= 5'd0;
	   end
	   else if (draw) begin
		   counter <= counter + 5'd1;
	   end
   end
	assign x = temp_x + counter[4];
	assign y = temp_y + counter[3:0];
endmodule
File: design/flow/run.sh
#!/bin/bash
# OpenROAD 26Q1-2900-gdf79404cd8, Yosys 0.63+post, stock flow scripts
make -C /OpenROAD-flow-scripts/flow DESIGN_CONFIG=/design/flow/config.mk WORK_HOME=/design/flow/orfs finish
==> notes.md <==
Physical implementation

The run finished with clean final reports. The effective utilization at floorplan is 30.5%. The quantity of hold-fixing buffers added after cts is 0. The clock root buffer is sky130_fd_sc_hd__clkbuf_16.

The number of buffers on the longest clock path is 2. The DRC violation total left in the routed layout is recorded as 0. The critical path in this run is classified as in -> reg.

The number of antenna diodes in the final layout is 0. Clock latency on the worst-skew pair, taken at its later pin, is 0.36 ns. The worst register-to-register path has a setup slack of 3.13 ns.

From synthesis to final layout, the design area changed by 9.53%. STA classifies the critical path startpoint as a primary input. Of the cells placed in the final design, the portion with a size suffix greater than 1 is 12.1%. The yosys stat cell total is 933.

Yosys reports that the leading cell type by area covers 17.8% of the netlist area. Measured along the y axis, the die boundary spans 181 um. The overall die area is 32,700 sq um.

The final critical path takes up 60.6% of the cycle. The post-cts gate resize count is 0. Dividing total power by cell area gives a power density of 217 nW/um^2. Per the post-CTS timing run, clock transition at the registers of the reported paths is 0.06 ns. Along the worst path, the maximum fanout reaches 16. After routing, the total negative slack on setup checks comes to 0 ns.

The slowest cell on the critical path is sky130_fd_sc_hd__clkdlybuf4s50_1. The cell area after placement is 10,200 sq um. The routed design has 17.2 mm of wire. For this run, the leading register cell type out of synthesis is sky130_fd_sc_hd__edfxtp_1. Per the timing report, the most critical flop-to-flop path originates at od0.d1.delay[3].

The report puts the cell count of the worst reg-to-reg path at 4. Synthesis inferred 195 register bits. Synthesis handed over a netlist of 933 instances.

For this run, the chip area from Yosys synthesis comes to 9590 sq um. Per the GRT congestion report, total overflow comes to 0. Among cell families on the critical path, the largest total delay comes from simple AND/OR/NAND/NOR gates. Counting pins that exceed their max-slew limit in the final report gives 0. Endpoints with negative setup slack in the final report add up to 0. The HPWL after detailed placement is 11.8 mm. For the pin with the worst max-slew slack, the measured transition is 0.902 ns. As logged by OpenROAD, the buffers inserted on ports number 21.

The CTS tree is built. Per the detail_route report, routed wire per instance is 12.8 um. After synthesis, the cell types taking the most area are sky130_fd_sc_hd__edfxtp_1 18%, sky130_fd_sc_hd__dfstp_2 15%, sky130_fd_sc_hd__dfxtp_1 12%. The global-route total usage across every layer is 11.2%. The most frequent logic cell in the layout is sky130_fd_sc_hd__nand2_1. The routed layout has 6,271 vias. The first global-routing pass estimated 29.6 mm of wire. In this run the critical path is formed by clkdlybuf4s50_1, nor4b_1, nor4b_2, nand3_1, xnor2_1, and2_1. The post-synthesis area per instance is 10.3 sq um. The number of unique standard cell types used by synthesis is 63.

During I/O placement, the number of pins put on the boundary was 23. The initial antenna violation count is 0. The count of endpoints failing hold in the final timing report is 0. The remaining number of nets flagged by the antenna check after routing is 0. The leakage power is 4.16 nW. STA classifies the critical path endpoint as a flop. The final power report lists total power as 0.00228 W. The number of rows in the core area is 65.

The number of post-CTS setup repair buffers is 0. For this run, the detailed router's first-pass iteration total came to 4. Using the TritonRoute via totals, the vias-per-cell ratio works out to 4.67. Setup repair after global routing left no endpoint under its margin.

The tool warning count is 32. The worst endpoint data arrival time is 3.63 ns. The endpoint of the worst hold path is od1.d1.delay[18]. The post-synth count of flops with an enable pin is 57.

The maximum clock skew at final layout is 0.0119 ns. Across all hold checks on the routed design, the worst slack comes to 0.503 ns. According to the floorplan report, the die width is 181 um.

In the layout the commonest cells are 129 x sky130_fd_sc_hd__nand2_1, 78 x sky130_fd_sc_hd__nor2_1, 69 x sky130_fd_sc_hd__a21oi_1. The finished cells cover 10,500 sq um. Looking at area per cell type in the netlist, the leader is sky130_fd_sc_hd__edfxtp_1. The H-tree depth is 3. The cell area that synthesis handed to floorplanning was 9590 sq um.

The portion of the post-synthesis area used by sequential elements is 51.6%. The path class of the tightest hold or removal check is reg -> reg. The total area inside the core boundary comes to 31,500 sq um.

The max-slew headroom at the worst pin is 39.3%. Per STA, the highest per-stage delay on the worst path measures 0.76 ns. The number of cells on the worst hold path is 1.

The launch point of the worst min-delay path is recorded as od1.d1.delay[18]. The via count of the first global-routing pass came to 6,026. The share of the core filled with cells in the final layout is 33.4%. The data required time reported for the critical path is 5.84 ns. 156 endpoints have no timing constraint. Yosys reported that registers with async set or reset make up 42.1%. The pin count of the biggest net entering global routing is 126.

Yosys printed 6 warnings. The filler cells instantiated in the layout total 3,060. The timer found 96 register pins that no clock reaches; their paths are not timed.

Once iteration 0 of detailed routing completed, the report listed 224 DRC markers. The worst flop-to-flop path endpoint is od0.d1.delay[6]. The number of buffers added by the clock tree synthesis step is 9. Per the gpl log, the routability congestion estimate is 0.812.

The post-route minimum period is 3.39 ns. The analysis reports a worst IR drop on VDD of 192 uV. The max-capacitance violation count is 0.

The achievable clock frequency is 0.295 GHz. The timing report notes that buffer and inverter cells on the critical path total 1.
per-stage QoR:
stage,setup slack [ns],cells
final,2.21,1344
after global routing,1.98,1344
after CTS,2.20,1344
after detailed placement,1.83,1328
after global placement,1.86,1328
after floorplan,2.88,933
cell type report:
| type | instances | area (sq um) | area share (%) |
|---|---|---|---|
| Clock buffer | 10 | 239 | 2.27 |
| Timing Repair Buffer | 27 | 265 | 2.52 |
| Multi-Input combinational cell | 659 | 4330 | 41.2 |
| Tap cell | 402 | 503 | 4.79 |
| Sequential cell | 195 | 4950 | 47.1 |
| Clock inverter | 6 | 48.8 | 0.464 |
| Inverter | 45 | 169 | 1.61 |
worst max path at each step:
stage,from,end,cells past startpoint
4_1_cts,draw,od0.d1.delay[17],6
5_1_grt,draw,od0.d1.delay[17],6
6_report,draw,od0.d1.delay[17],6
layer usage:
layer | up-vias | global-route usage [%] | part of all wire, %
met5 | - | 0 | 0
met2 | 66 | 17.2 | 44
met4 | 0 | 0.889 | 0.87
li1 | 3231 | - | -
met1 | 2962 | 17.6 | 51
met3 | 12 | 2.24 | 3.5
sequential cells by signal, summed over array words and instances (netlist names), 8 cells and up:
name          flops
d1.delay         20
orig_x            8
x                 8
temp_x            8
od0.d1.delay     20
od1.temp_x        8
od1.d1.delay     20
od0.orig_x        8
od1.orig_x        8
od0.temp_x        8
power breakdown:
| part | switching (W) | internal, W |
|---|---|---|
| clock network | 0.000291 | 0.000318 |
| registers | 0.000173 | 0.000976 |
| logic | 0.000276 | 0.000243 |
| total | 0.000740 | 0.00154 |
synthesized netlist by cell type, drive strengths merged, types with 3 or more instances:
cell type	number
nand2	129
nor2	78
a21oi	69
xnor2	59
edfxtp	57
dfxtp	56
dfstp	55
xor2	55
inv	44
ha	40
nand3	30
dfrtp	27
clkbuf	24
o21ai	23
mux2	20
nor3	17
nor4	15
nand4	13
and3	11
buf	10
or4	10
a221oi	9
nand2b	6
and2	5
fa	5
nand3b	5
o31ai	5
a21o	4
mux2i	4
or2	4
a211o	3
a221o	3
a22oi	3
a31oi	3
nor2b	3
o211ai	3
cell families (layout without fill, tap and decap cells):
logic type,after synthesis,in the layout,share of synthesized area [%]
and+or+nand+nor,341,341,17.3
AOI/OAI and AO/OA,134,134,8.35
DFF,195,195,51.6
muxes,24,24,2.76
buffers and inverters,79,88,3.23
xor gates and xnor gates,114,114,10.4
adders and majority gates,45,45,6.26
other,1,1,0.0391
No activity file was given, so power comes from the tool's default toggle rates.
