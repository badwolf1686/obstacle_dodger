### flow/run.sh
#!/bin/bash
# OpenROAD 26Q1-2900-gdf79404cd8, Yosys 0.63+post, stock flow scripts
make -C /OpenROAD-flow-scripts/flow DESIGN_CONFIG=/design/flow/config.mk WORK_HOME=/design/flow/orfs finish
### flow/config.mk
export PLATFORM = sky130hd
export DESIGN_NAME = control
export DESIGN_NICKNAME = control
export VERILOG_FILES = /design/flow/design.v
export SDC_FILE = /design/flow/constraint.sdc
export NUM_CORES = 4
export LEC_CHECK = 1
export CORE_AREA = 10 10 70 70
export DIE_AREA = 0 0 80 80
### flow/constraint.sdc
current_design control

set clk_period 1.0
set clk_io_pct 0.2

create_clock -name clk0 -period $clk_period [get_ports {clock}]

set non_clock_inputs [all_inputs -no_clocks]
set_input_delay [expr $clk_period * $clk_io_pct] -clock clk0 $non_clock_inputs
set_output_delay [expr $clk_period * $clk_io_pct] -clock clk0 [all_outputs]
### flow/design.v
module control(clock, resetn, ld, finish, writeEnable, draw, setoff);
	input clock, resetn, ld, finish;  
	output reg writeEnable;
	output reg draw, setoff;
	reg [1:0] current_state, next_state; 
	localparam  S_BEGIN 				= 2'd0,
				S_LOAD_VALS      		= 2'd1,
				S_PLOT   				= 2'd2,
				S_PLOT_FINISH   		= 2'd3;
	always@(*)
	begin: state_table 
			case (current_state)
				S_BEGIN: next_state = ld ? S_LOAD_VALS : S_BEGIN;
				S_LOAD_VALS: next_state = ld ? S_LOAD_VALS : S_PLOT; 
				S_PLOT: next_state = finish ? S_PLOT_FINISH : S_PLOT;
				S_PLOT_FINISH: next_state = ~resetn ? S_BEGIN : S_PLOT_FINISH; 
			default: next_state = S_BEGIN;
		endcase
	end  
	always @(*)
	begin: enable_signals
		writeEnable = 1'b0;
		draw = 1'b0;
		setoff = 1'b0;
		case (current_state)
			S_BEGIN:begin
				writeEnable = 1'b1;
				draw = 1'b1;
				setoff = 1'b0;
			end
			S_PLOT: begin
				writeEnable = 1'b1;
				draw = 1'b1;
				setoff = 1'b1;
			end
			S_PLOT_FINISH: begin
				writeEnable = 1'b0;
				draw = 1'b0;
			end
		endcase
	end
	always@(posedge clock)
	begin: state_FFs
		if(!resetn)
			current_state <= S_BEGIN;
		else
			current_state <= next_state;
	end  
endmodule
==> job_summary.md <==
## PnR job results

| Metric | Value |
|---|---|
| Status | `complete, but fails checks` |
| Violated checks | `setup timing` |
| Fin util | `7.95%` |
| Detail Route Antenna Nets | `0` |
| Maximum number of pins on one net before global-route repair | `4` |
| FF+latch area | `between 60 and 70 sq um` |
| Relative slew margins | `between 90 and 100%` |
| RSZ-0062 raised after global routing | `yes` |
| Late-Pin Clk Latency | `approximately 0.23 ns` |
| DP HPWL | `roughly 330 microns` |
| Vias per Instance | `approximately 1.7` |
| Hold_ws | `0.467 ns` |
| Synth Cell Area | `119 sq um` |
| Hold Path Depth | `2` |
| Drt pass-1 iters | `2` |
| Max Cap Violations | `0` |
| Power per cell area | `1430 nW/um^2` |
| Die width | `80 microns` |
| Fmax | `913 MHz` |
| Final Setup Violations | `2` |
| CTS Buf Count | `3` |
| Clock Path Buffers | `2` |
| Startpoint Class | `flip-flop` |
| Filler Cells Inserted | `about 420` |
| Routability cong. | `between 0.6 and 0.7` |
| Fp util | `3.48%` |
| CTS clock-pin slew for the worst setup and hold paths | `0.04 ns` |
| Grt ovf | `0` |
| Fin. Hold Viols | `0` |
| Worst Setup End Kind | `output port` |
| Reg power frac | `34.1%` |
| Most numerous logic cells after layout | `3 x clkbuf_4, 3 x clkdlybuf4s50_1, 3 x buf_2` |
| Die Y | `80 microns` |
| Hold path start | `current_state[2]` |
| Drt wl/cell | `5.78 microns` |
| Yosys stat area | `between 100 and 150 sq um` |
| Ports | `7` |
| Syn Area/Cell | `10.8 sq um` |
| # DRC | `0` |
| Crit path kind | `reg2out` |
| Yosys Warn Count | `1` |
| Crit path DAT | `0.90 ns` |
| HP Class | `reg2reg` |
| Core Area | `3420 sq um` |
| Critical Path Fanout Max | `2` |
| Final Worst Setup Slack | `-0.0954 ns` |
| Total tool warning count | `27` |
| Global-route wire length before repair | `683 microns` |
| Leak pwr | `0.109 nW` |
| Clock network power share | `55.0%` |
| Cells after Synth | `11` |
| Ant. Diodes | `0` |
| WL final | `roughly 400 microns` |
| Via Count | `115` |
| Die Size | `6400 sq um` |
| R2r startpoint | `current_state[1]` |
| Vias in the first global route | `~140` |
| Synth cell types | `9` |
| Fin Setup TNS | `-0.188 ns` |
| Std cell rows | `21` |
| Setup Skew | `0.000813 ns` |
| Worst reg2reg path depth | `4` |
| Pint | `309 uW` |
| GRT Resource Usage Total | `1.55%` |
| Top Registers | `current_state x3` |
| Port bufs | `6` |
| Min Tclk post-route | `around 1.1 ns` |
| Synthesis-to-layout area growth | `128%` |
| Ys cells | `11` |
| Initial antenna violation count | `0` |
| Final slew viol count | `0` |
| Crit path required time | `0.80 ns` |
| First-iteration detailed-routing DRC count | `1` |
| Clock sinks | `3` |
| Hold EP | `current_state[1]` |
| Worst vdd ir | `around 0.21 mV` |
| Clk root buf | `clkbuf_4` |
| Comb pwr share | `11.0%` |
| Final period utilization | `110%` |
| Flop-to-flop setup slack | `0.23 ns` |
| Max reg flops | `3` |
| Switching power share of the total | `20.0%` |
| R2R Path End | `current_state[1]` |
| Fraction of layout instances using a drive strength above 1 | `60.9%` |
| Slew @ Worst Pin | `about 0.11 ns` |
| Htree depth | `1` |
| Switching power | `about 78 uW` |
| Comb gate area | `50.0 sq um` |
| Post-synth regs | `3` |
| Top reg by flops | `current_state` |
| Sequential area share after synthesis | `50.5%` |
| CTS tree | `yes` |
## synthesized netlist by cell type
| cell type | instances | share of area [%] |
|---|---|---|
| o211a_1 | 1 | 8.4 |
| or2_2 | 1 | 5.3 |
| nand2b_1 | 1 | 5.3 |
| o21ai_0 | 1 | 4.2 |
| inv_1 | 1 | 3.2 |
| a21boi_2 | 1 | 9.5 |
| dfxtp_1 | 3 | 51 |
| nand2b_2 | 1 | 7.4 |
| buf_4 | 1 | 6.3 |
## timing repair
item                                   4_1_cts  5_1_grt
endpoints found under the hold margin        0        0
resized                                     13        0
setup buffers                                1        0
pin swaps                                    1        0
setup endpoints to repair                    3        2
hold buffers                                 0        0
## cell families (layout without fill, tap and decap cells)
family                 Yosys count  after routing  synth area share [%]
flip-flops                       3              3                  50.5
buffers and inverters            2             14                  9.47
AND/OR/NAND/NOR                  3              3                  17.9
AND-OR/OR-AND                    3              3                  22.1
## cell type report
cell class / count / share of cell area (%)
Inverter: 1 / 1.38
Timing Repair Buffer: 9 / 26.3
Clock buffer: 4 / 9.68
Multi-Input combinational cell: 6 / 18.4
Sequential cell: 3 / 23.0
Tap cell: 46 / 21.2
## routing by layer
layer | vias to the layer above | GRT usage, % | wire (microns)
li1 | 59 | - | -
met1 | 49 | 1.33 | 129
met2 | 7 | 1.61 | 152
met3 | 0 | 2.84 | 117
met4 | 0 | 0.352 | 0
met5 | - | 0 | 0
## worst max-delay path: stages (launching register included)
cell and delay (ns):
dfxtp_2 0.31, or2_4 0.24, buf_2 0.11
## power groups by stage
stage     sequential, mW  combinational, mW  clock, mW
6_report           0.132             0.0424      0.213
5_1_grt            0.132             0.0482      0.246
4_1_cts            0.132             0.0435      0.223
## through the flow
stage	power (mW)	setup WS (ns)	std cells	area, sq um
finish	0.387	-0.0954	69	272
global route	0.426	-0.140	69	272
CTS	0.399	-0.105	69	272
detailed placement	0.179	-0.213	64	244
global placement	0.177	-0.202	64	244
floorplan	0.146	0.111	11	119
## worst max path at each step
stage / to / slack [ns] / cells after the start / start
4_1_cts: writeEnable / -0.11 / 2 / current_state[1]
5_1_grt: writeEnable / -0.14 / 2 / current_state[1]
6_report: writeEnable / -0.1 / 2 / current_state[1]
Power is estimated from default activity; no workload was simulated.
